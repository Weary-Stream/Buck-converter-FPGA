--- config.mk ---
export PLATFORM = sky130hd
export DESIGN_NAME = buck_converter_top
export DESIGN_NICKNAME = buck_converter_top
export VERILOG_FILES = /design/flow/design.v
export SDC_FILE = /design/flow/constraint.sdc
export NUM_CORES = 4
export LEC_CHECK = 1
export CORE_UTILIZATION = 40
--- constraint.sdc ---
current_design buck_converter_top

set clk_period 10.6
set clk_io_pct 0.2

create_clock -name clk0 -period $clk_period [get_ports {clk}]

set non_clock_inputs [all_inputs -no_clocks]
set_input_delay [expr $clk_period * $clk_io_pct] -clock clk0 $non_clock_inputs
set_output_delay [expr $clk_period * $clk_io_pct] -clock clk0 [all_outputs]
--- design.v ---
module adc_interface (
    input wire clk,
    input wire rst_n,
    input wire [11:0] adc_data,
    input wire adc_valid,
    output reg [11:0] voltage_fb,
    output reg data_ready
);
    always @(posedge clk or negedge rst_n) begin
        if (!rst_n) begin
            voltage_fb <= 12'd0;
            data_ready <= 1'b0;
        end else begin
            if (adc_valid) begin
                voltage_fb <= adc_data;
                data_ready <= 1'b1;
            end else begin
                data_ready <= 1'b0;
            end
        end
    end
endmodule
module buck_converter_top #(
    parameter CLK_FREQ = 100_000_000,
    parameter PWM_FREQ = 100_000,
    parameter V_REF = 12'd2048,
    parameter KP = 16'd100,
    parameter KI = 16'd10,
    parameter KD = 16'd5
)(
    input wire clk,
    input wire rst_n,
    input wire [11:0] adc_data,
    input wire adc_valid,
    output wire pwm_out,
    output wire [11:0] voltage_monitor,
    output wire [9:0] duty_cycle_monitor
);
    wire [11:0] voltage_fb;
    wire adc_ready;
    wire [9:0] duty_cycle;
    wire pid_valid;
    adc_interface adc_if (
        .clk(clk),
        .rst_n(rst_n),
        .adc_data(adc_data),
        .adc_valid(adc_valid),
        .voltage_fb(voltage_fb),
        .data_ready(adc_ready)
    );
    pid_controller #(
        .DATA_WIDTH(12),
        .KP(KP),
        .KI(KI),
        .KD(KD),
        .SETPOINT(V_REF)
    ) pid_ctrl (
        .clk(clk),
        .rst_n(rst_n),
        .feedback(voltage_fb),
        .fb_valid(adc_ready),
        .control_out(duty_cycle),
        .out_valid(pid_valid)
    );
    pwm_generator #(
        .CLK_FREQ(CLK_FREQ),
        .PWM_FREQ(PWM_FREQ),
        .PWM_RESOLUTION(10)
    ) pwm_gen (
        .clk(clk),
        .rst_n(rst_n),
        .duty_cycle(duty_cycle),
        .pwm_out(pwm_out)
    );
    assign voltage_monitor = voltage_fb;
    assign duty_cycle_monitor = duty_cycle;
endmodule
module pid_controller #(
    parameter DATA_WIDTH = 12,
    parameter KP = 16'd100,
    parameter KI = 16'd10,
    parameter KD = 16'd5,
    parameter SETPOINT = 12'd2048
)(
    input wire clk,
    input wire rst_n,
    input wire [DATA_WIDTH-1:0] feedback,
    input wire fb_valid,
    output reg [9:0] control_out,
    output reg out_valid
);
    reg signed [DATA_WIDTH:0] error;
    reg signed [DATA_WIDTH:0] prev_error;
    reg signed [31:0] integral;
    reg signed [DATA_WIDTH:0] derivative;
    reg signed [31:0] p_term, i_term, d_term;
    reg signed [31:0] pid_sum;
    always @(posedge clk or negedge rst_n) begin
        if (!rst_n) begin
            error <= 0;
            prev_error <= 0;
            integral <= 0;
            derivative <= 0;
            control_out <= 10'd512;
            out_valid <= 1'b0;
        end else if (fb_valid) begin
            error <= SETPOINT - feedback;
            prev_error <= error;
            if (integral + error > 32'sd100000)
                integral <= 32'sd100000;
            else if (integral + error < -32'sd100000)
                integral <= -32'sd100000;
            else
                integral <= integral + error;
            derivative <= error - prev_error;
            p_term <= (KP * error) >>> 8;
            i_term <= (KI * integral) >>> 16;
            d_term <= (KD * derivative) >>> 8;
            pid_sum <= p_term + i_term + d_term + 32'd512;
            if (pid_sum > 32'd1023)
                control_out <= 10'd1023;
            else if (pid_sum < 32'd0)
                control_out <= 10'd0;
            else
                control_out <= pid_sum[9:0];
            out_valid <= 1'b1;
        end else begin
            out_valid <= 1'b0;
        end
    end
endmodule
module pwm_generator #(
    parameter CLK_FREQ = 100_000_000,
    parameter PWM_FREQ = 100_000,
    parameter PWM_RESOLUTION = 10
)(
    input wire clk,
    input wire rst_n,
    input wire [PWM_RESOLUTION-1:0] duty_cycle,
    output reg pwm_out
);
    localparam COUNTER_MAX = CLK_FREQ / PWM_FREQ;
    reg [$clog2(COUNTER_MAX)-1:0] counter;
    reg [PWM_RESOLUTION-1:0] duty_reg;
    reg [PWM_RESOLUTION-1:0] compare_val;
    always @(posedge clk or negedge rst_n) begin
        if (!rst_n) begin
            counter <= 0;
            duty_reg <= 0;
            compare_val <= 0;
            pwm_out <= 1'b0;
        end else begin
            if (counter < COUNTER_MAX - 1) begin
                counter <= counter + 1;
            end else begin
                counter <= 0;
                duty_reg <= duty_cycle;
            end
            compare_val <= (duty_reg * COUNTER_MAX) >> PWM_RESOLUTION;
            pwm_out <= (counter < compare_val) ? 1'b1 : 1'b0;
        end
    end
endmodule
--- run.sh ---
#!/bin/bash
# OpenROAD 26Q1-2900-gdf79404cd8, Yosys 0.63+post, stock flow scripts
make -C /OpenROAD-flow-scripts/flow DESIGN_CONFIG=/design/flow/config.mk WORK_HOME=/design/flow/orfs finish
==> flow_summary.json <==
{
  "result_of_the_run": "finished clean",
  "std_cell_rows": 69,
  "cts_root_buffer": "sky130_fd_sc_hd__clkbuf_16",
  "syn-cell-area_sq_um": 14700,
  "syn2layout_area_growth_pct": 9.96,
  "critical_path.reg2reg.endpoint": "pid_ctrl.integral[5]",
  "grt_overflow_total": 0,
  "globalRouteTotalUtil": 0.183,
  "synth_cell_type_count": 82,
  "grt_use_met3": 0.0310,
  "via_count": 10800,
  "critical_path_arrival_ns": 5.37,
  "postSynth.asyncResetShare": 0.698,
  "timing.setup.critical_path_class": "reg -> reg",
  "hp-class": "reg -> reg",
  "gr-max-usage-layer": "met2",
  "max_flop_register": "pid_ctrl.integral",
  "total_leakage_power_uw": 0.00737,
  "worst-r2r-setup-slack_ns": 5.55,
  "ant_nets": 0,
  "core_sq_um": 35900,
  "hold_fix_buffers_at_cts": 0,
  "drc": 0,
  "seq_area_sq_um": 4750,
  "ys_warn_count": 3,
  "die_width_um": 194,
  "design.portCount": 38,
  "filler_cell_count": 3369,
  "slew_headroom": 0.397,
  "drtIter0Drc": 494,
  "initial_utilization": 0.410,
  "warning_count": 31,
  "viasPerCell": 5.35,
  "hold_path_end": "pid_ctrl.control_out[7]",
  "rr_worst_depth": 14,
  "drive_gt1_frac": 0.0598,
  "post_synthesis_instance_total": 1512,
  "crit_required_ns": 10.92,
  "holdPathStages": 1,
  "initial_antenna_violation_count": 1,
  "fp.dieH_um": 194,
  "cts_tree": "done",
  "timing.final.crit_period_ns": 5.05,
  "wl_per_cell_um": 15.8,
  "grt_first_pass_wirelength_um": 54000,
  "reg_top3": "pid_ctrl.integral x32, pid_ctrl.pid_sum x18, pid_ctrl.i_term x16",
  "cap_violations": 0,
  "critical_path.reg2reg.startpoint": "pid_ctrl.error[12]",
  "grt_start_max_net_pins": 71,
  "vdd.ir_drop.worst_v": 0.000163,
  "first_global_vias": 10700,
  "totalWireLength_um": 31800,
  "detailed_placement_hpwl_um": 24800,
  "met2_usage": 0.302,
  "flip_flop_count_of_the_largest_register_all_copies_and_words_added": 32,
  "hold_path.startpoint": "pid_ctrl.pid_sum[7]",
  "period_used_share": 0.476,
  "yosys-stat-cells": 1512,
  "grt_setup_unrepaired": "no",
  "globalRouteMet1Util": 0.264,
  "final-comb-area_sq_um": 9290,
  "startpoint_type": "flip-flop",
  "final.setup.worst_slack_ns": 5.55,
  "clkLatencyLatePin_ns": 0.43,
  "numSynthFlops": 179,
  "clock-skew-final_ns": 0.0123,
  "placement.io_buffers": 37,
  "tritoncts.num_buffers": 17,
  "maxSlewViolCount": 0,
  "cts_post_setup_buffers_inserted": 0,
  "timing_worst_slew_pin_value_ns": 0.898,
  "cts_htree_levels": 4,
  "syn-mean-instance-area_sq_um": 9.74,
  "synth_sequential_area_ratio": 0.323,
  "fmax_mhz": 198,
  "detailedPlace.worstSlack_ns": 5.55,
  "setup_violations": 0,
  "cellPowerDensity_nw_per_um2": 329,
  "edf_count": 54,
  "finalSetupTns_ns": 0,
  "cp-end-kind": "flip-flop",
  "timing_hold_violations_final": 0,
  "clock_sinks": 179,
  "firstDrtPassIters": 5,
  "ctsLongestPathBuffers": 2,
  "place.gp.congestion": 0.908,
  "critical_path.max_fanout": 22,
  "chipArea_sq_um": 37600,
  "ys_area_sq_um": 14700,
  "cts_resized": 0,
  "clk_pin_slew_worst_paths_ns": 0.08,
  "ys.flop_type": "sky130_fd_sc_hd__dfrtp_1",
  "finalPower_uw": 5320
}
## how the worst max path moves through the flow
| stage | from | end | cells past startpoint |
|---|---|---|---|
| after global routing | pid_ctrl.error[12] | pid_ctrl.integral[5] | 14 |
| after CTS | pid_ctrl.error[12] | pid_ctrl.integral[5] | 14 |
| final | pid_ctrl.error[12] | pid_ctrl.integral[5] | 14 |
## power by group
part | internal (uW) | switching [uW] | leakage [uW] | total, uW
clock | 333 | 302 | 0.000284 | 635
combinational | 1480 | 1940 | 0.00506 | 3420
sequential | 1080 | 191 | 0.00202 | 1270
total | 2900 | 2430 | 0.00737 | 5320
## final cells by class
type	count	share of cell area
multi-input cells	1155	0.574
flip-flops and latches	179	0.294
well taps	461	0.0356
inverters	142	0.0329
clock buffers	19	0.0287
repair buffers	46	0.0271
clock inverters	13	0.00804
diodes	1	0.000155
## critical path, cell delays in order (launching register included)
cell	delay, ns
sky130_fd_sc_hd__dfrtp_1	0.42
sky130_fd_sc_hd__buf_4	0.25
sky130_fd_sc_hd__ha_1	0.62
sky130_fd_sc_hd__nand2_1	0.16
sky130_fd_sc_hd__a2111oi_0	0.61
sky130_fd_sc_hd__nand2_1	0.12
sky130_fd_sc_hd__nor4_1	0.46
sky130_fd_sc_hd__nor2_1	0.18
sky130_fd_sc_hd__or3_1	0.38
sky130_fd_sc_hd__o2111ai_1	0.23
sky130_fd_sc_hd__nand4_1	0.15
sky130_fd_sc_hd__ha_1	0.31
sky130_fd_sc_hd__nand2b_1	0.49
sky130_fd_sc_hd__o32a_1	0.46
sky130_fd_sc_hd__o31a_1	0.10
## placed cells by master (no fill, tap or decap), drive strengths merged, types with 34 or more instances in the layout
master	netlist	layout
nor2	100	100
clkdlybuf4s50	0	36
dfrtp	124	124
fa	40	40
a21o	34	34
inv	141	149
xnor2	72	72
nand2	92	92
edfxtp	54	54
a21oi	95	95
o21ai	107	107
ha	228	228
## synthesized netlist by cell type (all sizes together), types with 4 or more instances
cell     number  area share
and4          4      0.0024
nor3         27      0.0092
a41oi         5      0.0030
o21ai       107       0.037
and3         11      0.0047
buf           7      0.0029
or2           6      0.0025
o31ai         6      0.0031
nor2b        12      0.0051
a21o         34       0.017
nand3        19      0.0065
o21bai       15      0.0076
nor4         11      0.0047
or3          15      0.0067
nand2b        9      0.0038
or4           7      0.0036
a2bb2oi       5      0.0030
o22a         10      0.0059
dfrtp       124        0.21
fa           40       0.054
nor3b         5      0.0025
o21a         21       0.011
xnor2        72       0.043
and2         10      0.0042
nand2        92       0.023
xor2         31       0.018
nand4        13      0.0055
mux2         23       0.018
a21boi        8      0.0041
a21oi        95       0.033
a31oi        10      0.0053
clkbuf       29      0.0074
ha          228        0.19
o22ai        16      0.0068
a221oi        6      0.0053
o2111ai       4      0.0024
a211oi       14      0.0085
a22oi         5      0.0025
edfxtp       54        0.11
o31a          7      0.0042
inv         141       0.036
nor2        100       0.025
o211ai        4      0.0020
## kinds of logic after synthesis
family / Yosys count / share of synthesized area
buffers and inverters: 178 / 0.0465
AOI/OAI and AO/OA: 408 / 0.187
and+or+nand+nor: 349 / 0.115
other: 1 / 0.000255
muxes: 26 / 0.0196
adders and majority gates: 268 / 0.248
xor gates and xnor gates: 103 / 0.0613
DFF: 179 / 0.323
## layer usage
metal,vias to the layer above,wire (um)
met1,5085,15200
met5,-,0
li1,5538,-
met2,137,15100
met4,0,554
met3,29,969
## metrics by stage
stage	cells	instance area (sq um)	hold WS, ns	utilization
after detailed placement	1983	15600	0.447	0.434
final	2016	16200	0.458	0.451
after floorplan	1512	14700	0.436	-
after global routing	2015	16200	0.477	0.451
after global placement	1983	15600	0.445	0.434
after CTS	2015	16200	0.461	0.451
Power figures rest on the tool's default switching activity, not on a simulated workload.
